### flow/design.v
module L2Cache_tag_compare(
    input [18:0] toCompare_tag_19,   
    input [18:0] L2Cache_tagSRAM_out_way7_19, L2Cache_tagSRAM_out_way6_19, L2Cache_tagSRAM_out_way5_19, L2Cache_tagSRAM_out_way4_19,
    input [18:0] L2Cache_tagSRAM_out_way3_19, L2Cache_tagSRAM_out_way2_19, L2Cache_tagSRAM_out_way1_19, L2Cache_tagSRAM_out_way0_19,
    input [1:0] L2Cache_dvSRAM_out_way7_2, L2Cache_dvSRAM_out_way6_2, L2Cache_dvSRAM_out_way5_2, L2Cache_dvSRAM_out_way4_2,
    input [1:0] L2Cache_dvSRAM_out_way3_2, L2Cache_dvSRAM_out_way2_2, L2Cache_dvSRAM_out_way1_2, L2Cache_dvSRAM_out_way0_2,
    input [6:0] L2Cache_plruSRAM_out_7,
    output hit,
    output reg need_writeBack,
    output have_empty,
    output reg [2:0] empty_way_3,
    output reg [2:0] hit_way_3,
    output reg [2:0] evict_way_3
); 
    wire [7:0] way_hit_8;
    assign way_hit_8[0] = (((toCompare_tag_19 - L2Cache_tagSRAM_out_way0_19) == 19'b0) && L2Cache_dvSRAM_out_way0_2[0]) ? 1 : 0;
    assign way_hit_8[1] = (((toCompare_tag_19 - L2Cache_tagSRAM_out_way1_19) == 19'b0) && L2Cache_dvSRAM_out_way1_2[0]) ? 1 : 0;
    assign way_hit_8[2] = (((toCompare_tag_19 - L2Cache_tagSRAM_out_way2_19) == 19'b0) && L2Cache_dvSRAM_out_way2_2[0]) ? 1 : 0;
    assign way_hit_8[3] = (((toCompare_tag_19 - L2Cache_tagSRAM_out_way3_19) == 19'b0) && L2Cache_dvSRAM_out_way3_2[0]) ? 1 : 0;
    assign way_hit_8[4] = (((toCompare_tag_19 - L2Cache_tagSRAM_out_way4_19) == 19'b0) && L2Cache_dvSRAM_out_way4_2[0]) ? 1 : 0;
    assign way_hit_8[5] = (((toCompare_tag_19 - L2Cache_tagSRAM_out_way5_19) == 19'b0) && L2Cache_dvSRAM_out_way5_2[0]) ? 1 : 0;
    assign way_hit_8[6] = (((toCompare_tag_19 - L2Cache_tagSRAM_out_way6_19) == 19'b0) && L2Cache_dvSRAM_out_way6_2[0]) ? 1 : 0;
    assign way_hit_8[7] = (((toCompare_tag_19 - L2Cache_tagSRAM_out_way7_19) == 19'b0) && L2Cache_dvSRAM_out_way7_2[0]) ? 1 : 0;
    assign hit = way_hit_8[0] | way_hit_8[1] | way_hit_8[2] | way_hit_8[3] | way_hit_8[4] | way_hit_8[5] | way_hit_8[6] | way_hit_8[7];
    assign have_empty = ~(L2Cache_dvSRAM_out_way7_2[0] & L2Cache_dvSRAM_out_way6_2[0] & L2Cache_dvSRAM_out_way5_2[0] & L2Cache_dvSRAM_out_way4_2[0] & L2Cache_dvSRAM_out_way3_2[0] & L2Cache_dvSRAM_out_way2_2[0] & L2Cache_dvSRAM_out_way1_2[0] & L2Cache_dvSRAM_out_way0_2[0]);
    always @( *) begin 
        if (hit == 1'b1) begin 
            case (way_hit_8)
                8'b00000001: begin 
                    need_writeBack = L2Cache_dvSRAM_out_way0_2[1];
                end
                8'b00000010: begin 
                    need_writeBack = L2Cache_dvSRAM_out_way1_2[1];
                end
                8'b00000100: begin 
                    need_writeBack = L2Cache_dvSRAM_out_way2_2[1];
                end
                8'b00001000: begin 
                    need_writeBack = L2Cache_dvSRAM_out_way3_2[1];
                end
                8'b00010000: begin 
                    need_writeBack = L2Cache_dvSRAM_out_way4_2[1];
                end
                8'b00100000: begin 
                    need_writeBack = L2Cache_dvSRAM_out_way5_2[1];
                end
                8'b01000000: begin 
                    need_writeBack = L2Cache_dvSRAM_out_way6_2[1];
                end
                8'b10000000: begin 
                    need_writeBack = L2Cache_dvSRAM_out_way7_2[1];
                end
                default: need_writeBack = 1'b0;
            endcase
        end
        else if (~have_empty) begin 
            case (evict_way_3)
                3'b000: begin 
                    need_writeBack = L2Cache_dvSRAM_out_way0_2[1];
                end
                3'b001: begin 
                    need_writeBack = L2Cache_dvSRAM_out_way1_2[1];
                end
                3'b010: begin 
                    need_writeBack = L2Cache_dvSRAM_out_way2_2[1];
                end
                3'b011: begin 
                    need_writeBack = L2Cache_dvSRAM_out_way3_2[1];
                end
                3'b100: begin 
                    need_writeBack = L2Cache_dvSRAM_out_way4_2[1];
                end
                3'b101: begin 
                    need_writeBack = L2Cache_dvSRAM_out_way5_2[1];
                end
                3'b110: begin 
                    need_writeBack = L2Cache_dvSRAM_out_way6_2[1];
                end
                default: begin 
                    need_writeBack = L2Cache_dvSRAM_out_way7_2[1];
                end
            endcase
        end
        else begin 
            need_writeBack = 1'b0;
        end
    end
    always @( *) begin 
            case (way_hit_8)
                8'b00000001: begin 
                    hit_way_3 = 3'b000;
                end
                8'b00000010: begin 
                    hit_way_3 = 3'b001;
                end
                8'b00000100: begin 
                    hit_way_3 = 3'b010;
                end
                8'b00001000: begin 
                    hit_way_3 = 3'b011;
                end
                8'b00010000: begin 
                    hit_way_3 = 3'b100;
                end
                8'b00100000: begin 
                    hit_way_3 = 3'b101;
                end
                8'b01000000: begin 
                    hit_way_3 = 3'b110;
                end
                8'b10000000: begin 
                    hit_way_3 = 3'b111;
                end
                default: hit_way_3 = 3'b000;
            endcase
    end
    always @( *) begin 
            case ({L2Cache_dvSRAM_out_way0_2[0], L2Cache_dvSRAM_out_way1_2[0], L2Cache_dvSRAM_out_way2_2[0], L2Cache_dvSRAM_out_way3_2[0], L2Cache_dvSRAM_out_way4_2[0], L2Cache_dvSRAM_out_way5_2[0], L2Cache_dvSRAM_out_way6_2[0], L2Cache_dvSRAM_out_way7_2[0]})
                8'b00000000: begin 
                    empty_way_3 = 3'b000;
                end
                8'b10000000: begin 
                    empty_way_3 = 3'b001;
                end
                8'b11000000: begin 
                    empty_way_3 = 3'b010;
                end
                8'b11100000: begin 
                    empty_way_3 = 3'b011;
                end
                8'b11110000: begin 
                    empty_way_3 = 3'b100;
                end
                8'b11111000: begin 
                    empty_way_3 = 3'b101;
                end
                8'b11111100: begin 
                    empty_way_3 = 3'b110;
                end
                8'b11111110: begin 
                    empty_way_3 = 3'b111;
                end
                default: empty_way_3 = 3'b000;
            endcase
    end
    always @( *) begin
            casez (L2Cache_plruSRAM_out_7[6:0])
                7'b???0?00: evict_way_3 = 3'b000;
                7'b???1?00: evict_way_3 = 3'b001;
                7'b??0??10: evict_way_3 = 3'b010;
                7'b??1??10: evict_way_3 = 3'b011;
                7'b?0??0?1: evict_way_3 = 3'b100;
                7'b?1??0?1: evict_way_3 = 3'b101;
                7'b0???1?1: evict_way_3 = 3'b110;
                default: evict_way_3 = 3'b111;
            endcase
    end
endmodule
### flow/config.mk
export PLATFORM = sky130hd
export DESIGN_NAME = L2Cache_tag_compare
export DESIGN_NICKNAME = L2Cache_tag_compare
export VERILOG_FILES = /design/flow/design.v
export SDC_FILE = /design/flow/constraint.sdc
export NUM_CORES = 4
export LEC_CHECK = 1
export CORE_UTILIZATION = 50
### flow/constraint.sdc
current_design L2Cache_tag_compare

set clk_period 15.0
set clk_io_pct 0.2

create_clock -name clk0 -period $clk_period

set non_clock_inputs [all_inputs -no_clocks]
set_input_delay [expr $clk_period * $clk_io_pct] -clock clk0 $non_clock_inputs
set_output_delay [expr $clk_period * $clk_io_pct] -clock clk0 [all_outputs]
### flow/run.sh
#!/bin/bash
# OpenROAD 26Q1-2900-gdf79404cd8, Yosys 0.63+post, stock flow scripts
make -C /OpenROAD-flow-scripts/flow DESIGN_CONFIG=/design/flow/config.mk WORK_HOME=/design/flow/orfs finish
==> flow_summary.toml <==
# generated from flow reports
[clock_tree]
cts_hold_buffers = 0
cts_setup_buffers = 0
ctsResizeCount = 0

[placement]
place.gp.congestion = 0.9881
io_buffers = 206
hpwl_microns = 20100

[yosys]
top_area_share_pct = 22.99
netlist_area_sq_um = 7838
ys_seq_share_pct = 0
synthCells = 1163
yosys_cells = 1163
yosys.area.top_type = "ha_1"
topCellsByArea = "ha_1 23%, inv_1 8.3%, a21oi_1 6.3%"
ys_warn_count = 1
ys_types = 85
ys_chip_area_sq_um = 7838
syn_area_per_cell_sq_um = 6.739

[final_layout]
flops = 0
layout_top_cell = "clkdlybuf4s50_1"
mostFrequentLayoutCells = "206 x clkdlybuf4s50_1, 173 x inv_1, 144 x ha_1"
areaGrowthSynthToFinish_pct = 29.23
n_fill_cell = 1435
regArea_sq_um = 0
logic_area_sq_um = 7106
clockBufferCount = 0
drive_gt1_share_pct = 2.729

[drt]
post_drt_wl_per_cell_microns = 15.92
drtAntennaViolNets = 0
vias = 9041
drc = 0
dr.first_iter.drc_count = 597
dr.pass1.iters = 5
via_per_inst = 5.766
wl_microns = 24960

[power]
clockPowerShare_pct = 0
p_int_mw = 0.1722
p_leak_nw = 4.753
vdd_drop_max_v = 0.00001963
powerDensity_nw_per_um2 = 35.23
swShare_pct = 51.75
seq_power_share_pct = 0
power.switching_mw = 0.1847
pwr-share-comb_pct = 100.0

[timing]
hold_viol = 0
clock.fmax_mhz = 91.33
relSlewSlack_pct = 40.60
setup_violations = 0
finalSetupTns_ns = 0
rsz0062_at_grt = "false"
tightest_slew_ns = 0.8900
finalClockPeriodUsage_pct = 73.00
drv_slew = 0
whs_ns = 6.953
fin_crit_ns = 10.95

[floorplan]
core_sq_um = 15260
die_area_sq_um = 16180
die_w_microns = 127.2
floorplanUtilization_pct = 51.37
placement_rows = 45
die_y_microns = 127.2
io_pins = 206

[critical_path]
cp.arrival_ns = 7.95
path_class = "primary input to primary output"
endpoint_kind = "primary output"
worstPathRequired_ns = 12.00
path_max_fanout = 11
cp-start-kind = "primary input"

[global_routing]
grt_max_degree = 12
grt-ovfl-total = 0
grt_pass1_vias = 7701
grtUsageTotal_pct = 30.65
grt_pass1_wl_microns = 38700
antenna_found_initial = 1

[flow_run]
maxCapViolations = 0
warnings = 33

[status]
outcome = "finished clean"

[worst_hold_path]
hold_end = "evict_way_3[2]"
hold_depth = 2
min_path_type = "primary input to primary output"
hold_start = "L2Cache_plruSRAM_out_7[0]"
[cells in the mapped netlist (all sizes together) (22+ instances only)]
cell,number
a21o,31
a21oi,99
ha,144
inv,173
nand2,80
nand3,43
nand4,23
nor2,71
nor2b,23
o21a,22
o21ai,56
xnor2,31
xor2,36
[critical path, cell delays in order]
cell,delay (ns)
clkdlybuf4s50_1,0.82
ha_1,0.64
nand4_1,0.17
or2_2,0.33
a311oi_1,0.25
or3b_1,0.22
a21oi_1,0.10
xnor2_1,0.14
nor4_1,0.27
nand4_1,0.49
or4bb_1,0.63
o2111a_1,0.16
o32ai_2,0.23
clkdlybuf4s50_1,0.50
[final cells by class]
type	count	share of cell area [%]
diodes	1	0.02471
well taps	211	2.607
repair buffers	212	20.80
inverters	173	6.411
multi-input cells	971	70.15
[metal layers]
layer / share of wire (%) / vias up / routed length (microns) / track usage (%)
met5: 0 / - / 0 / 0
met4: 2.3 / 0 / 582 / 6.723
met3: 6.2 / 26 / 1546 / 1.621
met2: 45 / 325 / 11260 / 50.84
met1: 46 / 3977 / 11570 / 43.94
li1: - / 4713 / - / -
[worst max-delay path by stage]
| stage | startpoint | to |
|---|---|---|
| CTS | toCompare_tag_19[7] | need_writeBack |
| global route | toCompare_tag_19[6] | need_writeBack |
| finish | toCompare_tag_19[7] | need_writeBack |
[cells by family (layout without fill, tap and decap cells)]
group           after synthesis  count (layout)  synth area share (%)
mux                          22              22                 3.065
compound gates              374             374                 32.85
simple gates                364             364                 24.27
other cells                   0               1                     0
fa+ha+maj                   144             144                 22.99
xor+xnor                     67              67                 7.487
buf+inv                     192             385                 9.339
[power groups by stage]
| stage | clock network (mW) | logic, mW | registers [mW] |
|---|---|---|---|
| finish | 0.00000000894 | 0.357 | 0 |
| global route | 0.00000000893 | 0.396 | 0 |
| CTS | 0 | 0.354 | 0 |
[per-stage QoR]
step | instance area, sq um | worst slack (ns) | power [mW] | instances | utilization [%]
after floorplan | 7838 | 6.027 | 0.2380 | 1163 | -
after global placement | 10130 | 4.192 | 0.3511 | 1567 | 66.36
after detailed placement | 10130 | 4.107 | 0.3517 | 1567 | 66.36
after CTS | 10130 | 4.094 | 0.3539 | 1567 | 66.36
after global routing | 10130 | 3.673 | 0.3958 | 1568 | 66.38
final | 10130 | 4.050 | 0.3569 | 1568 | 66.38
Power figures rest on the tool's default switching activity, not on a simulated workload.
