$ cat run.sh
#!/bin/bash
# OpenROAD 26Q1-2900-gdf79404cd8, Yosys 0.63+post, stock flow scripts
make -C /OpenROAD-flow-scripts/flow DESIGN_CONFIG=/design/flow/config.mk WORK_HOME=/design/flow/orfs finish
$ cat config.mk
export PLATFORM = sky130hd
export DESIGN_NAME = replace_fifo_buffer
export DESIGN_NICKNAME = replace_fifo_buffer
export VERILOG_FILES = /design/flow/design.v
export SDC_FILE = /design/flow/constraint.sdc
export NUM_CORES = 4
export LEC_CHECK = 1
export CORE_UTILIZATION = 50
$ cat constraint.sdc
current_design replace_fifo_buffer

set clk_period 4.2
set clk_io_pct 0.2

create_clock -name clk0 -period $clk_period [get_ports {fire}]

set non_clock_inputs [all_inputs -no_clocks]
set_input_delay [expr $clk_period * $clk_io_pct] -clock clk0 $non_clock_inputs
set_output_delay [expr $clk_period * $clk_io_pct] -clock clk0 [all_outputs]
$ cat design.v
`timescale 1ns / 1ps
module replace_fifo_buffer( 
    input  rstn, fire, 
    input [6:0] i_replace_fifo_buffer_addr_7,  
    input i_replace_fifo_buffer_write_enable, i_data_in,
    output reg o_data_out,
    output o_w_data_out
    );
    reg [7:0] fifo_buffer [15:0]; 
    always @(posedge fire or negedge rstn) begin
        if (rstn == 0) begin
            o_data_out <= 1'b0;
            fifo_buffer[0] <= 8'b0;fifo_buffer[1] <= 8'b0;fifo_buffer[2] <= 8'b0;fifo_buffer[3] <= 8'b0;
            fifo_buffer[4] <= 8'b0;fifo_buffer[5] <= 8'b0;fifo_buffer[6] <= 8'b0;fifo_buffer[7] <= 8'b0;
            fifo_buffer[8] <= 8'b0;fifo_buffer[9] <= 8'b0;fifo_buffer[10] <= 8'b0;fifo_buffer[11] <= 8'b0;
            fifo_buffer[12] <= 8'b0;fifo_buffer[13] <= 8'b0;fifo_buffer[14] <= 8'b0;fifo_buffer[15] <= 8'b0;
        end
        else begin
            o_data_out <= fifo_buffer[ i_replace_fifo_buffer_addr_7[6:3] ][ i_replace_fifo_buffer_addr_7[2:0] ];
            if ( i_replace_fifo_buffer_write_enable==1'b1 ) begin
                fifo_buffer[ i_replace_fifo_buffer_addr_7[6:3] ][ i_replace_fifo_buffer_addr_7[2:0] ] <= i_data_in;
            end
        end
    end
    assign o_w_data_out = fifo_buffer[ i_replace_fifo_buffer_addr_7[6:3] ][ i_replace_fifo_buffer_addr_7[2:0] ] ;
endmodule
==> flow_summary.ini <==
; implementation run metrics
[placement]
port_buffers = 12
pre_cts_slack_ps = -249
gp_congestion = 0.984
dpl_cell_area_mm2 = 0.00726
dpl.hpwl_um = 14600

[pwr]
p_per_area_mw_per_mm2 = 398
leakage_nw = 3.52
ir_drop_uv = 302

[timing]
slew_headroom = 0.442
maxSlewViolCount = 0
fmax_ghz = 0.243
finClkSkew_ps = 5.46
period_needed_ps = 4120
tightest_slew_ps = 837
hold_viol_final = 0
period_used_share = 0.982
fin_ws_ps = 77.0
rsz0062_at_grt = no
finalSetupViolCount = 0

[route]
vias = 5632
wl_per_cell_um = 23.9
ant_nets = 0
first_iter_violations = 460
antennaDiodeCount = 0
drt_first_pass_iters = 5
wirelength_um = 21500
drc = 0
vias_per_cell = 6.28

[setup_path]
cp.arrival_ps = 3280
cp_cell_sequence = dlygate4sd2_1, bufbuf_16, or4_4, buf_4, nor2_1, nor2_1, a221oi_2, nor4_2, buf_4, clkdlybuf4s50_1
r2r_slack_ps = 2190
critPathKind = input pin to primary output
slowest_delay_ps = 580
crit_path_start_kind = input pin
rr_endpoint = o_data_out$_DFF_PN0_
slowest_stage = or4_4
r2r-start = fifo_buffer[3][2]$_DFFE_PN0P_
path_max_fanout = 11
critPathRequiredTime_ps = 3360
crit_path_end_kind = primary output
reg2regPathDepth = 7

[yosys]
topCellsByArea = dfrtp_1 (48%), mux2_2 (13%), o21ai_0 (10%)
ys_seq_frac = 0.475
synth-seq-cells = 129
top_area_cell = dfrtp_1
postSynthAreaPerCell_um2 = 9.90
syn_area_mm2 = 0.00679
synthArstFlopShare = 1.00
edf_count = 0
ys_types = 62
flop_cell = dfrtp_1
top_cell_area_share = 0.475
yosys_area_mm2 = 0.00679
postSynthCellCount = 686
yosys_cells = 686
synth-warning-count = 2

[cells_and_area]
final.fill_count = 1106
area_growth_pct = 17.2
final_common_cell = o21ai_0
stdcell_area_mm2 = 0.00796
most-common-layout-cells = o21ai_0 (135), dfrtp_1 (129), mux2_2 (76)
drive_gt1_frac = 0.273

[floorplanning]
die_w_um = 119
die_h_um = 119
initCoreUtil = 0.513
num_rows = 42
core_mm2 = 0.0132
die_area_mm2 = 0.0141
io-pin-count = 13

[clocking]
cts_inserted_buffers = 17
cts_setup_buffers = 0
path_clk_slew_ps = 60
cts-root-buf = clkbuf_16
cts_tree = yes
cts_hold_buf = 0
htree_levels = 4
clk_path_buf_depth = 2
clock-sinks = 129
clock_latency_ps = 420

[outcome]
outcome = completed

[flow_run]
cap_violations = 0
tool_warnings = 27

[global_route]
grt_start_max_net_pins = 68
track_usage = 0.343
antenna_found_initial = 0
grt_pass1_vias = 5488
grt_overflow = 0
grt_pass1_wl_um = 34100

[min_path]
worstHoldPathType = input pin to async pin
sequential cells by signal, indices dropped and copies added (netlist names):
name         flops
fifo_buffer    128
o_data_out       1
area by class of cell:
| type | instances | area [µm²] | share of cell area |
|---|---|---|---|
| multi-input cells | 480 | 3260 | 0.410 |
| inverters | 7 | 26.3 | 0.00330 |
| clock inverters | 12 | 98.8 | 0.0124 |
| flip-flops and latches | 129 | 3230 | 0.406 |
| clock buffers | 19 | 453 | 0.0569 |
| well taps | 176 | 220 | 0.0277 |
| repair buffers | 74 | 672 | 0.0844 |
repair_timing:
| item | CTS | global route |
|---|---|---|
| gates resized | 16 | 10 |
| gates cloned | 2 | 0 |
| endpoints found under the hold margin | 0 | 0 |
| pin swaps | 3 | 9 |
| endpoints found under the setup margin | 1 | 1 |
synth_stat cells (2+ instances only):
cell type  instances
inv_1              7
o31ai_1            3
mux2_2            76
nand4_1           15
a32oi_1            4
or4_1              3
buf_2             15
a21oi_1           11
and2b_1            2
a311oi_1           4
nor2b_1            9
nand4b_1           2
nand3_1           32
nand2_1           21
ha_1               3
a22o_1             3
buf_6              4
or2_2              2
o2bb2ai_1          3
o22ai_1            3
clkbuf_1          39
a221oi_1           4
o32ai_1            2
o211ai_1           2
dfrtp_1          129
a32o_1             5
and3_1             7
mux2i_1           13
a22oi_1            7
o21ai_0          137
nor2_1            65
nand2b_1           5
nor3_1             6
and2_1             3
buf_4              8
a31oi_1            4
clkbuf_2           3
layer usage:
metal	up-vias	track usage	share of wire
li1	2550	-	-
met1	2817	0.545	0.45
met2	228	0.483	0.44
met3	37	0.104	0.081
met4	0	0.0799	0.030
met5	-	0	0
through the flow:
step           hold WS (ps)  total power, mW  std cells  setup TNS (ps)  utilization
2_1_floorplan           458             1.62        686               0            -
3_3_place_gp            480             1.78        864            -372        0.548
3_5_place_dp            487             1.79        864            -249        0.548
4_1_cts                 374             3.18        897               0        0.600
5_1_grt                 400             3.29        897               0        0.601
6_report                363             3.16        897               0        0.601
critical path, delay by kind of cell:
kind	cells	cell delay [ps]
buf+inv	5	1310
simple gates	4	820
compound gates	1	310
how the worst max path moves through the flow:
stage | start | end | slack, ps | cells after the start
4_1_cts | i_replace_fifo_buffer_addr_7[6] | o_w_data_out | 7 | 10
5_1_grt | i_replace_fifo_buffer_addr_7[6] | o_w_data_out | 8 | 10
6_report | i_replace_fifo_buffer_addr_7[6] | o_w_data_out | 80 | 10
where the power goes:
part           internal, mW  leakage [nW]  switching [mW]
Sequential             1.34          1.77          0.0518
Clock                 0.796         0.273           0.574
Combinational         0.164          1.48           0.239
Total                  2.30          3.52           0.865
cells by family after synthesis:
group                      synth area share
buffers and inverters                0.0564
adders and majority gates           0.00553
xor gates and xnor gates            0.00258
DFF                                   0.475
AOI/OAI and AO/OA                     0.176
muxes                                 0.147
and+or+nand+nor                       0.137
No activity file was given, so power comes from the tool's default toggle rates.
