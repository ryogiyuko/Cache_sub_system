File: flow/config.mk
export PLATFORM = sky130hd
export DESIGN_NAME = Dcache_D_V_buffer
export DESIGN_NICKNAME = Dcache_D_V_buffer
export VERILOG_FILES = /design/flow/design.v
export SDC_FILE = /design/flow/constraint.sdc
export NUM_CORES = 4
export LEC_CHECK = 1
export CORE_UTILIZATION = 30
File: flow/constraint.sdc
current_design Dcache_D_V_buffer

set clk_period 9.7
set clk_io_pct 0.2

create_clock -name clk0 -period $clk_period [get_ports {fire}]

set non_clock_inputs [all_inputs -no_clocks]
set_input_delay [expr $clk_period * $clk_io_pct] -clock clk0 $non_clock_inputs
set_output_delay [expr $clk_period * $clk_io_pct] -clock clk0 [all_outputs]
File: flow/design.v
`timescale 1ns / 1ps
module Dcache_D_V_buffer( 
    input  rstn, fire, 
    input [7:0] i_D_V_buffer_addr_8,  
    input i_D_V_write_enable, 
    input [1:0] i_data_in_2,  
    output [15:0] o_w_data_out_16
    );
    reg [15:0] D_V_buffer [31:0]; 
    always @(posedge fire or negedge rstn) begin
        if (rstn == 0) begin
            D_V_buffer[0] <= 16'b0;D_V_buffer[1] <= 16'b0;D_V_buffer[2] <= 16'b0;D_V_buffer[3] <= 16'b0;
            D_V_buffer[4] <= 16'b0;D_V_buffer[5] <= 16'b0;D_V_buffer[6] <= 16'b0;D_V_buffer[7] <= 16'b0;
            D_V_buffer[8] <= 16'b0;D_V_buffer[9] <= 16'b0;D_V_buffer[10] <= 16'b0;D_V_buffer[11] <= 16'b0;
            D_V_buffer[12] <= 16'b0;D_V_buffer[13] <= 16'b0;D_V_buffer[14] <= 16'b0;D_V_buffer[15] <= 16'b0;
            D_V_buffer[16] <= 16'b0;D_V_buffer[17] <= 16'b0;D_V_buffer[18] <= 16'b0;D_V_buffer[19] <= 16'b0;
            D_V_buffer[20] <= 16'b0;D_V_buffer[21] <= 16'b0;D_V_buffer[22] <= 16'b0;D_V_buffer[23] <= 16'b0;
            D_V_buffer[24] <= 16'b0;D_V_buffer[25] <= 16'b0;D_V_buffer[26] <= 16'b0;D_V_buffer[27] <= 16'b0;
            D_V_buffer[28] <= 16'b0;D_V_buffer[29] <= 16'b0;D_V_buffer[30] <= 16'b0;D_V_buffer[31] <= 16'b0;
        end
        else begin
            if ( i_D_V_write_enable==1'b1 ) begin
                D_V_buffer[ i_D_V_buffer_addr_8[7:3] ][ {i_D_V_buffer_addr_8[2:0], 1'b1} ] <= i_data_in_2[1];
                D_V_buffer[ i_D_V_buffer_addr_8[7:3] ][ {i_D_V_buffer_addr_8[2:0], 1'b0} ] <= i_data_in_2[0];
            end
        end
    end
    assign o_w_data_out_16 = D_V_buffer[ i_D_V_buffer_addr_8[7:3] ];
endmodule
File: flow/run.sh
#!/bin/bash
# OpenROAD 26Q1-2900-gdf79404cd8, Yosys 0.63+post, stock flow scripts
make -C /OpenROAD-flow-scripts/flow DESIGN_CONFIG=/design/flow/config.mk WORK_HOME=/design/flow/orfs finish
==> flow.log <==
[metrics] run summary
[metrics] cell with the largest stage delay on the worst path: nor2_2
[metrics] final routed wire length divided by cell count: 29.9 µm
[metrics] TritonCTS clock tree: built
[metrics] required time of the critical path: 7.76 ns
[metrics] number of synthesized flops with an enable pin: 0
[metrics] core area: 0.0818 mm²
[metrics] CP Data Arrival Time: 5.74 ns
[metrics] max reg flops: 512
[metrics] quantity of hold-fixing buffers added after cts: 0
[metrics] class of the most critical setup path: primary input to output pin
[metrics] Switching Share: 26.5%
[metrics] first-pass GRT wire length: 163,000 µm
[metrics] number of filler cells placed in the layout: 8,260
[metrics] GRT Overall Usage: 27.8%
[metrics] total number of vias: 23.2k
[metrics] outcome: finished, final reports clean
[metrics] sequential area share after synthesis: 51.7%
[metrics] async set or reset register ratio after synthesis: 100%
[metrics] total power density per cell area: 181 mW/mm²
[metrics] via-per-instance ratio: 6.19
[metrics] tightest slew margin relative to the limit: 29.0%
[metrics] Final ANT Viol Nets: 0
[metrics] number of standard cells reported by yosys: 2,705
[metrics] switching power: 1.35 mW
[metrics] number of buffers added on ports: 28
[metrics] starting density of the core: 30.3%
[metrics] post-layout period usage: 79.2%
[metrics] largest register by flop count: D_V_buffer
[metrics] final sum of negative setup slack: 0 ns
[metrics] area reported by Yosys stat: 0.0248 mm²
[metrics] total number of H-tree levels: 2
[metrics] power share of the combinational group: 8.8%
[metrics] Max Cap Violations: 0
[metrics] post-layout instance count excluding filler cells: 3,749
[metrics] Root Driver: clkbuf_16
[metrics] upper clock frequency limit: 130 MHz
[metrics] ratio of cells with drive above 1 in the final layout: 10.3%
[metrics] maximum number of pins on one net before global-route repair: 124
[metrics] aggregate routed wire length: 112,000 µm
[metrics] width of the die: 289 µm
[metrics] cells resized by post-CTS repair: 0
[metrics] Latency at later pin: 0.63 ns
[metrics] total power draw: 5.09 mW
[metrics] cts bufs inserted: 57
[metrics] cell area after synthesis: 0.0248 mm²
[metrics] iteration-0 DRC count of the detailed router: 2,810
[metrics] registers with the highest flip-flop counts: D_V_buffer: 512 flops
[metrics] post-placement cell count: 3,641
[metrics] maximum count of clock buffers along a single path: 3
[metrics] stage delay of the slowest cell on the critical path: 0.77 ns
[metrics] setup-violating endpoint count in the final report: 0
[metrics] unrepaired setup endpoints after global routing: no
[metrics] number of synthesis warnings: 2
[metrics] post-layout min period: 7.68 ns
[metrics] Sinks on Clock Net: 512
[metrics] number of antenna violations at the first check in global routing: 1
[metrics] Avg Synthesized Cell Area: 9.16 µm²
[metrics] sequential fraction of design power: 45.2%
[metrics] internal cell power: 3.74 mW
[metrics] biggest fanout along the worst timing path: 41
[metrics] Cells after Synth: 2,705
[metrics] total die size: 0.0838 mm²
[metrics] Hold Crit Class: register to register
[metrics] Design Area, Final: 0.0281 mm²
[metrics] OpenROAD warning count: 33
[metrics] element type at the critical path start: primary input
[metrics] Worst Hold Slack: 0.488 ns
[metrics] half-perimeter wire length of the detailed placement result: 70,300 µm
[metrics] Distinct lib cells used: 75
[metrics] clock network fraction of design power: 46.0%
[metrics] Routability Congestion: 1.04
[metrics] ordered cell list for the critical path: buf_4 -> buf_4 -> nand2_1 -> nor2_2 -> a22oi_1 -> and3_1 -> a31oi_1 -> clkdlybuf4s50_1
[metrics] layout-stage area growth over the synthesis result: 13.6%
[metrics] Cell Rows: 105
[metrics] clock-pin slew on the worst setup and hold paths: 0.06 ns
[metrics] leakage: 12.1 nW
[metrics] Ports: 29
[metrics] number of storage elements in the synthesis netlist: 512
[metrics] Worst Max-Slew Pin Slew: 1.06 ns
[metrics] post-placement cell area: 0.0261 mm²
[metrics] worst-case vdd ir drop: 0.000140 V
[metrics] Crit. End Element: output pin
[metrics] chip height: 289 µm
[metrics] final-report hold violation count: 0
[metrics] Detailed Routing Iterations Pass 1: 5
[metrics] worst clock skew on the final layout: 0 ns
[metrics] most common cell type on the critical path: buf_4
[metrics] total gr overflow: 0
[metrics] number of remaining DRC errors: 0
[metrics] Dominant flop cell: dfrtp_1
[metrics] vias in the first global route: 22.5k
[metrics] post-CTS setup buffer count: 0
[metrics] final max-slew violation count: 0
-- worst paths after layout --
path | start | end | slack [ns] | cells past startpoint
setup / recovery | i_D_V_buffer_addr_8[3] | o_w_data_out_16[9] | 2.02 | 8
hold / removal | D_V_buffer[31][1] | D_V_buffer[31][1] | 0.49 | 2
setup reg to reg | D_V_buffer[27][8] | D_V_buffer[27][8] | 8.91 | 2
hold reg to reg | D_V_buffer[31][1] | D_V_buffer[31][1] | 0.49 | 2
max in group asynchronous | rstn | D_V_buffer[6][8] | 6.01 | 4
min in group asynchronous | rstn | D_V_buffer[4][3] | 1.23 | 1
-- cell type report --
class | count | area (µm²) | share of cell area (%)
sequential | 512 | 12800 | 45.5
clock buffer | 80 | 1690 | 5.99
clock inverter | 26 | 320 | 1.14
antenna | 2 | 5.00 | 0.0178
inverter | 5 | 18.8 | 0.0667
tap | 1070 | 1340 | 4.76
multi-input combinational | 1905 | 10800 | 38.3
timing repair buffer | 149 | 1180 | 4.21
-- power groups by stage --
| stage | Clock [mW] | Combinational (mW) | Sequential (mW) |
|---|---|---|---|
| finish | 2.34 | 0.447 | 2.30 |
| global route | 2.43 | 0.473 | 2.31 |
| CTS | 2.36 | 0.434 | 2.30 |
-- worst max-delay path, delay by kind of cell --
kind,cells,cell delay [ns]
simple gates,3,1.70
buf+inv,3,1.52
compound gates,2,0.55
-- routing by layer --
layer | track usage (%) | wire [µm]
met5 | 0 | 0
met1 | 37.8 | 42900
met3 | 12.6 | 16000
met4 | 14.3 | 7130
met2 | 37.9 | 46100
-- cells in the mapped netlist (all sizes together) (8+ instances only) --
master   count  share of area [%]
nand3b      25               0.81
a32o         8               0.32
nand4       37               0.93
a31oi       19               0.48
a32oi       24               0.85
nor2b       10               0.25
a21oi       15               0.30
nor3        23               0.55
dfrtp      512                 52
mux2        21               0.95
mux2i       21               0.85
nor3b       10               0.38
nor2        73                1.1
nand2      260                3.9
buf         83                1.9
nor4        16               0.40
and3        39                1.0
nand3      267                5.4
o2bb2ai     33                1.2
a22o        52                1.8
o21ai      782                 16
a22oi       51                1.5
a2111oi      8               0.36
clkbuf     200                3.0
-- cell families (layout without fill, tap and decap cells) --
group / after synthesis / count (layout) / share of synthesized area (%)
adder cells (fa/ha/maj): 7 / 7 / 0.353
buffers and inverters: 288 / 260 / 5.05
AND-OR/OR-AND: 1051 / 1051 / 24.7
other: 0 / 2 / 0
AND/OR/NAND/NOR: 803 / 803 / 16.2
multiplexers: 44 / 44 / 1.98
flip-flops: 512 / 512 / 51.7
-- metrics by stage --
| stage | util (%) | worst slack, ns |
|---|---|---|
| after floorplan | - | 4.37 |
| after CTS | 34.4 | 2.13 |
| after detailed placement | 31.9 | 2.13 |
| after global placement | 31.9 | 2.18 |
| final | 34.4 | 2.02 |
| after global routing | 34.4 | 2.06 |
-- layout by cell type, fill, tap and decap left out, drive strengths merged, types with 7 or more instances in the layout --
| master | n |
|---|---|
| a21oi | 15 |
| clkdlybuf4s50 | 21 |
| nor2 | 73 |
| nand2b | 7 |
| o2bb2ai | 33 |
| mux2i | 21 |
| a22o | 52 |
| o21ai | 782 |
| clkbuf | 80 |
| nand3b | 25 |
| nor4 | 16 |
| a32o | 8 |
| a22oi | 51 |
| and3 | 39 |
| nor3 | 23 |
| nand4 | 37 |
| nor2b | 10 |
| buf | 128 |
| mux2 | 21 |
| nand3 | 267 |
| a31oi | 19 |
| nand2 | 260 |
| dfrtp | 512 |
| a32oi | 24 |
| o22ai | 7 |
| nor3b | 10 |
| bufinv | 7 |
| a2111oi | 8 |
| clkinv | 15 |
| ha | 7 |
Power is estimated from default activity; no workload was simulated.
